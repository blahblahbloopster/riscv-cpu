==> flow/design.v <==
module program_counter (
    input  logic             clk,
    input  logic             reset_n,
    input  logic             enable_n,
    input  logic             load_new_address,
    input  logic [32-1:0] new_address,
    output logic [32-1:0] address
);
    reg [32-1:0] value = 32'h80000000;
    always @(posedge clk) begin
        if (!enable_n) begin
            if (!reset_n) begin
                value <= 32'h80000000;
            end else if (load_new_address) begin
                value <= new_address;
            end else begin
                value <= value + 32'h00000004;
            end
        end
    end
    assign address = enable_n ? 32'hzzzzzzzz : value;
endmodule
==> flow/run.sh <==
#!/bin/bash
# OpenROAD 26Q1-2900-gdf79404cd8, Yosys 0.63+post, stock flow scripts
make -C /OpenROAD-flow-scripts/flow DESIGN_CONFIG=/design/flow/config.mk WORK_HOME=/design/flow/orfs finish
==> flow/config.mk <==
export PLATFORM = sky130hd
export DESIGN_NAME = program_counter
export DESIGN_NICKNAME = program_counter
export VERILOG_FILES = /design/flow/design.v
export SDC_FILE = /design/flow/constraint.sdc
export NUM_CORES = 4
export LEC_CHECK = 1
export CORE_UTILIZATION = 30
==> flow/constraint.sdc <==
current_design program_counter

set clk_period 5.4
set clk_io_pct 0.2

create_clock -name clk0 -period $clk_period [get_ports {clk}]

set non_clock_inputs [all_inputs -no_clocks]
set_input_delay [expr $clk_period * $clk_io_pct] -clock clk0 $non_clock_inputs
set_output_delay [expr $clk_period * $clk_io_pct] -clock clk0 [all_outputs]
==> flow_metrics.tcl <==
# collected from the flow reports
set metrics [dict create \
    cpMaxStageDelayCell "clkdlybuf4s50_1" \
    power_frac_clock 0.291 \
    post_dp_cell_area_um2 2750 \
    syn_area_um2 2050 \
    edf_count 32 \
    setup_slack_ns 2.47 \
    die-area_um2 7170 \
    finalClockPeriodUsage 0.542 \
    grt_max_degree 51 \
    clkTransAtPathRegs_ns 0.07 \
    ff_type "edfxtp_1" \
    largestRegisters "value: 32 flops" \
    internal-power_mw 0.447 \
    topCellsByArea "edfxtp_1 (47%), xnor2_1 (5.5%), o21ai_0 (5.1%), o31ai_1 (4.0%), or4_1 (4.0%)" \
    grt-ovfl-total 0 \
    critical_path.top_delay_family "buffers and inverters" \
    pre_cts_slack_ns 2.18 \
    reg2reg_depth 4 \
    layout_top_cells "clkdlybuf4s50_1 (67), edfxtp_1 (32), o21ai_0 (21)" \
    path_class "in -> reg" \
    hpwl_mm 3.57 \
    worstSetupStartpointType "input pin" \
    synth-async-reset-ratio 0 \
    grtUsageTotal 0.160 \
    syn2layout_area_growth_pct 37.6 \
    die_x_um 84.7 \
    ys_ff 32 \
    end_kind "register" \
    core-area_um2 6460 \
    max_cap_violations 0 \
    rr_startpoint "value[14]$_SDFFCE_PN0N_" \
    vias 1875 \
    layout-drive-gt1-share 0.0520 \
    pwr_density_cell_nw_per_um2 210 \
    power.leakage_nw 0.895 \
    outcome "finished clean" \
    cts_buffers 5 \
    cts_root_buffer "clkbuf_8" \
    cts_setup_buffers 0 \
    drv_slew 0 \
    crit_required_ns 5.43 \
    synth_warnings 2 \
    worstReg2RegEnd "value[22]$_SDFFCE_PN0N_" \
    postSynthCellCount 209 \
    skew_ns 0.00512 \
    yosysSeqAreaShare 0.468 \
    log.warning_count 25 \
    regToRegSetupSlack_ns 2.99 \
    setup_violations 0 \
    ys_chip_area_um2 2050 \
    floorplan.core_util 0.318 \
    vdd_drop_max_v 0.0000786 \
    numPortBuffers 67 \
    ant_nets 0 \
    ctsResizeCount 0 \
    design_area_um2 2820 \
    worst_pin_slew_ns 0.818 \
    wire_per_inst_um 15.3 \
    io-pin-count 68 \
    drt_iter0_drc 132 \
    netSwitchingFraction 0.247 \
    largest_register "value" \
    cp-endpoint "value[31]$_SDFFCE_PN1N_" \
    p_comb_frac 0.175 \
    largest_register_ffs 32 \
    routed_wirelength_mm 5.31 \
    rsz0062_at_grt "no" \
    crit_fanout 21 \
    pwr-share-seq 0.534 \
    htree_levels 2 \
    fp-row-count 29 \
    hold_viol 0 \
    clk_latency_ns 0.28 \
    antenna_cells 0 \
    startpoint "reset_n" \
    layout_top_cell "clkdlybuf4s50_1" \
    min_path_type "reg -> reg" \
    cts_tree "done" \
    totalPowerFinal_mw 0.593 \
    p_sw_mw 0.146 \
    fin_crit_ns 2.93 \
    ys_types 30 \
    dr.pass1.iters 6 \
    via_per_inst 5.42 \
    tns_ns 0 \
    arrival_ns 2.96 \
    path_cells "clkdlybuf4s50_1, inv_1, nor3_1, o2bb2ai_1, a211oi_1" \
    grt_pass1_wl_mm 8.81 \
    ys_cells 209 \
    slowest_delay_ns 0.90 \
    drc 0 \
    synth_area_per_cell_um2 9.82 \
    first_global_vias 1713 \
    synth_top_area_share 0.468 \
    die_y_um 84.7 \
    critPathBufInv 2 \
    fmax_ghz 0.342 \
    clock-sinks 32 \
    antenna_found_initial 0 \
    slew_headroom 0.453 \
    cts_buffer_depth 2 \
    largest_area_cell "edfxtp_1" \
    hold_buffers 0 \
    gp_congestion 0.793 \
    path_depth 5 \
]
[how the worst min path moves through the flow]
stage / end / depth (start not counted) / startpoint
6_report: value[0]$_SDFFCE_PN0N_ / 2 / value[0]$_SDFFCE_PN0N_
5_1_grt: value[0]$_SDFFCE_PN0N_ / 2 / value[0]$_SDFFCE_PN0N_
4_1_cts: value[1]$_SDFFCE_PN0N_ / 2 / value[1]$_SDFFCE_PN0N_
[layer usage]
metal / routed length (um) / global-route usage / vias up
li1: - / - / 937
met3: 338 / 0.0349 / 5
met1: 2510 / 0.267 / 860
met4: 46 / 0.0123 / 0
met5: 0 / 0 / -
met2: 2410 / 0.236 / 73
[cells in the mapped netlist (7+ instances only)]
master	instances
a21oi_1	9
xnor2_1	13
o31ai_1	11
o21ai_0	21
nor2_1	17
inv_1	7
or4_1	11
clkbuf_1	12
edfxtp_1	32
a31oi_1	11
nand2_1	10
nand3_1	8
[stage by stage]
stage	hold slack (ns)	instances	util
after floorplan	0.532	209	-
after detailed placement	0.605	339	0.425
after CTS	0.626	346	0.437
after global routing	0.652	346	0.437
final	0.623	346	0.437
after global placement	0.594	339	0.425
[kinds of logic (layout without fill, tap and decap cells)]
kind of cell | Yosys count | count (layout) | share of synthesized area
multiplexers | 5 | 5 | 0.0244
AND/OR/NAND/NOR | 75 | 75 | 0.214
flip-flops | 32 | 32 | 0.468
adder cells (fa/ha/maj) | 1 | 1 | 0.00610
AND-OR/OR-AND | 60 | 60 | 0.179
XOR/XNOR | 13 | 13 | 0.0555
buffers and inverters | 23 | 83 | 0.0530
[power groups by stage]
| stage | combinational [mW] | clock [mW] | sequential, mW |
|---|---|---|---|
| 4_1_cts | 0.105 | 0.178 | 0.317 |
| 5_1_grt | 0.115 | 0.190 | 0.321 |
| 6_report | 0.104 | 0.173 | 0.317 |
[final cells by class]
| class | count | area, um^2 |
|---|---|---|
| sequential | 32 | 961 |
| clock buffer | 5 | 68.8 |
| multi-input combinational | 154 | 982 |
| fill | 644 | 3630 |
| inverter | 8 | 30.0 |
| tap | 77 | 96.3 |
| timing repair buffer | 68 | 678 |
| clock inverter | 2 | 7.51 |
[worst register-to-register path, stage by stage, from the launching register on]
cell      delay [ns]
edfxtp_1        0.45
and4_1          0.25
nand3_1         0.58
or4_1           0.69
a311oi_1        0.26
Power and IR drop assume default switching activity.
