File: flow/constraint.sdc
current_design alu

set clk_period 20.4
set clk_io_pct 0.2

create_clock -name clk0 -period $clk_period

set non_clock_inputs [all_inputs -no_clocks]
set_input_delay [expr $clk_period * $clk_io_pct] -clock clk0 $non_clock_inputs
set_output_delay [expr $clk_period * $clk_io_pct] -clock clk0 [all_outputs]
File: flow/run.sh
#!/bin/bash
# OpenROAD 26Q1-2900-gdf79404cd8, Yosys 0.63+post, stock flow scripts
make -C /OpenROAD-flow-scripts/flow DESIGN_CONFIG=/design/flow/config.mk WORK_HOME=/design/flow/orfs finish
File: flow/design.v
module alu (
    input  logic             enable_n,
    input  logic [2:0]       opcode,
    input  logic             signal,
    input  logic [32-1:0] a,
    input  logic [32-1:0] b,
    output logic [32-1:0] result,
);
    logic [4:0] shift;
    always_comb begin
        if (!enable_n) begin
            shift = b[4:0];
            case(opcode)
                0: result = a + (signal ? -b : b);
                1: result = a << shift;
                2: result = $signed(a) < $signed(b) ? 32'h00000001 : 32'h00000000;
                3: result = a < b ? 32'h00000001 : 32'h00000000;
                4: result = a ^ b;
                5: result = signal ? ($signed(a) >>> shift)
                                   : ($signed(a) >> shift);
                6: result = a | b;
                7: result = a & b;
            endcase
        end else begin
            shift = 5'bzzzzz;
            result = 32'hzzzzzzzz;
        end
    end
endmodule
File: flow/config.mk
export PLATFORM = sky130hd
export DESIGN_NAME = alu
export DESIGN_NICKNAME = alu
export VERILOG_FILES = /design/flow/design.v
export SDC_FILE = /design/flow/constraint.sdc
export NUM_CORES = 4
export LEC_CHECK = 1
export CORE_UTILIZATION = 30
==> results.yml <==
# yosys + openroad results
global_routing:
  grt_max_degree: 67
  grt.overflow.total: 0
  globalRouteTotalUtil_pct: 24.85
  grt_pass1_vias: 8943
  grt_pass1_wl_mm: 55.83
  antenna_found_initial: 0
placement:
  dp.final_hpwl_mm: 29.07
  gp_congestion: 1.025
  io_buffers: 100
final_timing:
  fin_tns_setup_ns: 0
  rsz0062_at_grt: "false"
  tightest_slew_ns: 0.8278
  slew_violations: 0
  finalClockPeriodUsage_pct: 65.59
  maxSlewHeadroom_pct: 44.12
  setup_violations: 0
  min_period_ns: 13.38
  hold_viol: 0
  max_freq_ghz: 0.07473
cells_and_area:
  drive_gt1_share_pct: 7.779
  syn_to_final_growth_pct: 14.24
  design.seq.count: 0
  regArea_um2: 0
  clkbuf_count: 0
  lay_top_cells: "nor2_1, ha_1, o21ai_0"
  fillerInstances: 3030
synthesis:
  postSynthSeqShare_pct: 0
  syn-cell-area_um2: 8785
  ys_area_um2: 8785
  ys_cells: 1207
  synth-warning-count: 3
  synthCells: 1207
  synth.distinct_cells: 75
  avgSynthCellArea_um2: 7.278
route:
  num_vias: 9751
  dr.pass1.iters: 5
  drc_errors: 0
  antennaDiodeCount: 0
  routedWlPerCell_um: 23.04
  ant_nets: 0
  routed_wirelength_mm: 37.57
  via_per_inst: 5.979
  drtIter0Drc: 896
setup_path:
  end_kind: "primary output"
  worstSetupStartpointType: "input port"
  arrival_ns: 9.30
  slowest_stage: "buf_4"
  path_buffers: 4
  path_max_fanout: 36
  worstSetupPathType: "input port to primary output"
  critPathMaxStageDelay_ns: 0.60
  crit_chain: "buf_4 -> buf_4 -> inv_1 -> ha_1 -> nand3_1 -> nor2_1 -> nand4_1 -> o21ai_0 -> xnor2_1 -> ha_1 -> nand2_1 -> nor4_1 -> o21ai_0 -> a211oi_1 -> o21bai_1 -> a2111oi_0 -> or3_1 -> clkdlybuf4s50_1"
  cp.required_ns: 16.32
  path_delay_family: "buffers and inverters"
run:
  maxCapViolations: 0
  tool_warnings: 102
clocking:
  cts_setup_buffers: 0
  ctsHoldBuffers: 0
  cts_resized: 0
power_and_ir_drop:
  total_power_mw: 0.3003
  power_density_nw_per_um2: 29.92
  ir_drop_mv: 0.01152
  leakagePower_nw: 4.182
min_path:
  hp-class: "input port to primary output"
die:
  rows: 62
  die_w_um: 173.1
  fp-utilization_pct: 30.52
  die_area_um2: 29970
  coreArea_um2: 28780
  num_io_pins: 101
  die_y_um: 173.1
status:
  status: "completed"
-- logic make-up (layout without fill, tap and decap cells) --
family                   count (synthesis)  count (layout)  synth area share (%)
AND-OR/OR-AND                          391             391                 28.50
AND/OR/NAND/NOR                        344             344                 18.07
buffers and inverters                  176             216                 8.304
adder cells (fa/ha/maj)                133             133                 19.03
multiplexers                           111             111                 20.91
XOR/XNOR                                52              52                 5.184
-- worst paths after layout --
| check | end | depth (start not counted) | start |
|---|---|---|---|
| max | result[29] | 18 | b[0] |
| min | result[5] | 5 | opcode[0] |
-- cell type report --
cell class / count / area, um^2 / area share, %
multi-input cells: 1031 / 8060 / 80.31
inverters: 93 / 349.1 / 3.478
repair buffers: 123 / 1146 / 11.42
well taps: 384 / 480.5 / 4.787
-- where the power goes --
group	internal [mW]	switching, mW
Sequential	0	0
Combinational	0.125	0.176
Clock	0	0
Total	0.125	0.176
-- metal layers --
metal	global-route usage (%)	part of all wire, %
met1	37.02	45
met2	38.78	45
met3	3.275	7.4
met4	5.088	2.3
met5	0	0
-- cells in the mapped netlist (6+ instances only) --
master | n | area [um^2]
o221ai_1 | 6 | 52.55
and2_1 | 7 | 43.79
nand2b_1 | 12 | 75.07
a211o_1 | 8 | 70.07
xnor2_1 | 44 | 385.4
a221oi_1 | 9 | 78.83
nor2b_1 | 15 | 93.84
a21oi_1 | 92 | 460.4
clkbuf_1 | 52 | 195.2
xor2_1 | 8 | 70.07
nor4_1 | 13 | 81.33
a22oi_1 | 6 | 45.04
nor2_1 | 132 | 495.5
a21o_1 | 13 | 97.59
o211ai_1 | 7 | 52.55
a31oi_1 | 10 | 62.56
o22ai_1 | 18 | 112.6
mux4_2 | 48 | 1081
a211oi_1 | 14 | 105.1
o31ai_1 | 15 | 112.6
a22o_1 | 16 | 140.1
nor3_1 | 27 | 135.1
buf_1 | 13 | 48.80
o41ai_1 | 6 | 52.55
mux2i_1 | 47 | 470.5
inv_1 | 93 | 349.1
nand2_1 | 89 | 334.1
or3_1 | 7 | 43.79
mux4_1 | 7 | 183.9
o21bai_1 | 8 | 60.06
or4_1 | 6 | 45.04
ha_1 | 132 | 1652
buf_2 | 11 | 55.05
mux2_2 | 9 | 101.4
nand4_1 | 7 | 43.79
o21ai_0 | 118 | 590.6
nand3_1 | 12 | 60.06
-- tightest hold or removal path: stages --
cell	delay, ns
buf_2	0.10
nand3b_1	0.07
buf_4	0.27
o21ai_0	0.15
clkdlybuf4s50_1	0.41
-- stage by stage --
step,utilization (%),setup slack [ns],cell area [um^2],hold WS [ns],std cells
global placement,34.87,6.957,10040,9.180,1631
detailed placement,34.87,7.010,10040,9.183,1631
finish,34.87,7.019,10040,9.176,1631
CTS,34.87,6.985,10040,9.178,1631
global route,34.87,6.549,10040,9.205,1631
floorplan,-,8.891,8785,8.375,1207
No activity file was given, so power comes from the tool's default toggle rates.
